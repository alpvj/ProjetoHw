===== config.mk =====
export PLATFORM = sky130hd
export DESIGN_NAME = mult
export DESIGN_NICKNAME = mult
export VERILOG_FILES = /design/flow/design.v
export SDC_FILE = /design/flow/constraint.sdc
export NUM_CORES = 4
export LEC_CHECK = 1
export CORE_UTILIZATION = 40

===== constraint.sdc =====
current_design mult

set clk_period 29.9
set clk_io_pct 0.2

create_clock -name clk0 -period $clk_period [get_ports {clk}]

set non_clock_inputs [all_inputs -no_clocks]
set_input_delay [expr $clk_period * $clk_io_pct] -clock clk0 $non_clock_inputs
set_output_delay [expr $clk_period * $clk_io_pct] -clock clk0 [all_outputs]

===== design.v =====
module mult(input clk, input reset, input MDControl, input [31:0] A, input [31:0] B, output reg [31:0] resultHi, output reg [31:0] resultLo);
reg [64:0] AHelp = 65'd0;
reg [31:0] Negativ;
reg [64:0] ANeg;
reg [64:0] Prod;
integer contador = 32;
always @ (posedge clk) begin
	if(reset) begin
		resultHi = 32'd0;
		resultLo = 32'd0;
		AHelp = 65'd0;
		Negativ = 32'd0;
		ANeg = 32'd0;
		Prod = 32'd0;
	end
	if(MDControl) begin
		contador = 32;
		Negativ = ~A + 1;
		AHelp = {A[31:0], 33'd0};
		ANeg = {Negativ[31:0], 33'd0};
		Prod = {32'd0, B[31:0], 1'b0};
	end
	case(Prod[1:0])
		2'b01: begin
		 Prod = Prod + AHelp;
		end
		2'b10: begin
		 Prod = Prod + ANeg;
		end
	endcase
	Prod = Prod >> 1;
	if (Prod[63] == 1'b1) begin
		Prod[64] = 1'b1;
	end
	if(contador > 0) begin
		contador = contador - 1;
	end
	if(contador == 0) begin
		resultHi = Prod[64:33];
		resultLo = Prod[32:1];
		contador = -1;
	end
	if(contador == -1) begin
		AHelp = 65'd0;
		ANeg = 65'd0;
		Prod = 65'd0;
		Negativ = 32'd0;
	end
end
endmodule

===== run.sh =====
#!/bin/bash
# OpenROAD 26Q1-2900-gdf79404cd8, Yosys 0.63+post, stock flow scripts
make -C /OpenROAD-flow-scripts/flow DESIGN_CONFIG=/design/flow/config.mk WORK_HOME=/design/flow/orfs finish

==> flow.log <==
[report] extracting results
[metrics] result of the run: finished, violations left
[metrics] failing checks: design-rule violations
[metrics] total number of vias: about 14k
[metrics] post-route clock skew: 0.0197 ns
[metrics] total detailed-routing wirelength: ~46000 um
[metrics] number of register bits inferred by synthesis: approximately 290
[metrics] critical path arrival: around 12 ns
[metrics] Top area cell types: sky130_fd_sc_hd__dfxtp_1, sky130_fd_sc_hd__edfxtp_1, sky130_fd_sc_hd__nor2_1
[metrics] portion of the post-synthesis area used by sequential elements: 0.384
[metrics] core utilization at floorplan: 0.407
[metrics] half-perimeter wire length after placement: 32300 um
[metrics] combinational gate area: between 9000 and 10000 um^2
[metrics] power per unit of standard cell area: 52.5 nW/um^2
[metrics] post-route fraction of the period consumed by the critical path: 0.399
[metrics] Worst Hold Path Cells: 2
[metrics] YS chip area: approximately 17000 um^2
[metrics] area share, top type: 0.271
[metrics] setup repair after global routing missed its margin: no
[metrics] launching element type of the critical path: primary input
[metrics] postcts setup bufs: 0
[metrics] floorplan die area: 42600 um^2
[metrics] combinational power share: 0.182
[metrics] slew margin rel.: 0.402
[metrics] Worst Path Required: 30.32 ns
[metrics] clock sink count: between 200 and 300
[metrics] sw frac: 0.277
[metrics] number of enable flip-flop cells: around 63
[metrics] average wire per cell in the routed design: approximately 18 um
[metrics] reg2reg end: resultLo[23]
[metrics] Max Fanout on Critical Path: 37
[metrics] relative area change from synthesis to final layout: 15.7%
[metrics] Slew @ Worst Pin: between 0.8 and 0.9 ns
[metrics] area after detailed placement: between 15000 and 20000 um^2
[metrics] first-pass GRT wire length: 72300 um
[metrics] CTS clock-pin slew for the worst setup and hold paths: approximately 0.060 ns
[metrics] setup slack after placement: 17.38 ns
[metrics] Antenna diodes: 0
[metrics] Hold Path Sink: ANeg[5]
[metrics] drt first-iter violations: slightly above 1k
[metrics] combined flip-flop and latch cell area: about 6400 um^2
[metrics] Max Fclk: 0.0839 GHz
[metrics] tally of filler cells in the layout: 3878
[metrics] drt first pass iters: ~50
[metrics] number of antenna violations at the first check in global routing: 0
[metrics] startpoint of the worst-slack reg-to-reg timing path: contador[3]
[metrics] Placement Rows: ~74
[metrics] critical path, cell by cell: clkdlybuf4s50_1 -> nor2_4 -> a22o_1 -> ha_4 -> mux2_2 -> and3_1 -> fa_1 -> a211oi_1 -> o21a_1 -> a21oi_1 -> a311oi_1 -> o31ai_1 -> a31oi_1 -> o31ai_1 -> a211oi_1 -> mux2_2 -> nor3_1
[metrics] library cells used by synthesis: around 76
[metrics] cell at the slowest stage of the critical path: sky130_fd_sc_hd__a311oi_1
[metrics] top flip-flop cell by instance count after synthesis: sky130_fd_sc_hd__dfxtp_1
[metrics] cell taking the most area after synthesis: sky130_fd_sc_hd__dfxtp_1
[metrics] Lkg Pwr: 7.53 nW
[metrics] global route overflow: 0
[metrics] VDD IR-drop max: about 0.046 mV
[metrics] stage delay of the slowest cell on the critical path: 0.70 ns
[metrics] post-detailed-route DRC marker count: 24
[metrics] count of instantiated cells in the yosys netlist: between 1.5k and 2k
[metrics] post-route setup TNS: 0 ns
[metrics] worst-case reg-to-reg path depth: 10
[metrics] input/output buffers: around 130
[metrics] class of the most critical hold timing path: register to register
[metrics] Avg Vias per Cell: roughly 5.6
[metrics] post-cts resize count: 0
[metrics] global-route usage over all layers: 0.221
[metrics] fraction of power consumed by the clock network: 0.389
[metrics] OpenROAD warnings: 25
[metrics] Placer Congestion: ~0.91
[metrics] WS Path Type: primary input to register
[metrics] Root Driver: sky130_fd_sc_hd__clkbuf_16
[metrics] shortest period the worst path allows: 11.92 ns
[metrics] Worst Hold Launch: ANeg[5]
[metrics] maximum root-to-sink buffer count: 3
[metrics] I/O pin total: about 130
[metrics] vertical die dimension: about 210 um
[metrics] share of async-settable or async-resettable flops after synthesis: 0
[metrics] post-route antenna net violation count: 0
[metrics] hold violation total from the final report: 0
[metrics] reg2reg setup slack: around 24 ns
[metrics] cell area after layout: just under 20000 um^2
[metrics] clock tree from TritonCTS: done
[metrics] setup-violating endpoint count in the final report: 0
[metrics] Internal Dissipation: 0.734 mW
[metrics] count of yosys warnings during synthesis: 1
[metrics] type of destination of the critical path: register
[metrics] slack of the critical path: roughly 18 ns
[metrics] part of the power in registers: 0.429
[metrics] clock latency reported for the late side of the worst-skew pair: roughly 0.58 ns
[metrics] final-report max-slew violation count: 0
[metrics] Synth Area per Inst: approximately 8.4 um^2
[metrics] placeable core region: just over 40000 um^2
[metrics] Max H-tree Level: 1
[metrics] Mapped Cells: 1990
[metrics] Sw Pwr: 0.281 mW
[metrics] cell area after synthesis: 16700 um^2
[metrics] Die Wd: roughly 210 um
[metrics] largest net degree at the start of global routing: about 81
[metrics] hold-fix buffer count after cts: 0
[metrics] ratio of cells with drive above 1 in the final layout: 0.0558
[metrics] total clock buffers created by CTS: 31
[metrics] max capacitance violation total: 0
[metrics] number of global-route vias before repair: ~13k
## power groups by stage
stage	sequential [mW]	clock (mW)	combinational, mW
after global routing	0.438	0.417	0.204
after CTS	0.435	0.403	0.184
final	0.435	0.395	0.185
## cell families (layout without fill, tap and decap cells)
logic type               count (synthesis)  count (layout)  share of synthesized area
multiplexers                           100             100                     0.0603
adder cells (fa/ha/maj)                 67              67                     0.0506
XOR/XNOR                                84              84                     0.0440
AND/OR/NAND/NOR                        775             775                      0.226
flip-flops                             289             289                      0.384
AND-OR/OR-AND                          452             452                      0.180
buffers and inverters                  223             294                     0.0547
## sequential cells by signal (all words and copies together) (netlist names)
register and cells:
resultLo 32, AHelp 65, resultHi 31, contador 32, ANeg 65, Prod 64
## worst max-delay path by stage
stage     depth (start not counted)  startpoint  slack [ns]           end
6_report                         17       reset       17.98  resultHi[28]
4_1_cts                          17       reset       17.95  resultHi[28]
5_1_grt                          17       reset       17.54  resultHi[28]
## final cells by class
cell class / instances / area share
Tap cell: 532 / 0.0344
Multi-Input combinational cell: 1478 / 0.487
Clock inverter: 8 / 0.00492
Timing Repair Buffer: 149 / 0.0746
Sequential cell: 289 / 0.332
Inverter: 88 / 0.0171
Clock buffer: 49 / 0.0495
## placed cells by master, fill, tap and decap left out, types with 52 or more instances in the layout
| cell | count |
|---|---|
| sky130_fd_sc_hd__nor2_1 | 294 |
| sky130_fd_sc_hd__dfxtp_1 | 226 |
| sky130_fd_sc_hd__clkdlybuf4s50_1 | 129 |
| sky130_fd_sc_hd__nor3_1 | 118 |
| sky130_fd_sc_hd__nand2_1 | 117 |
| sky130_fd_sc_hd__a21oi_1 | 114 |
| sky130_fd_sc_hd__mux2i_1 | 95 |
| sky130_fd_sc_hd__inv_1 | 87 |
| sky130_fd_sc_hd__o21ai_0 | 83 |
| sky130_fd_sc_hd__ha_1 | 65 |
| sky130_fd_sc_hd__edfxtp_1 | 63 |
| sky130_fd_sc_hd__xnor2_1 | 54 |
| sky130_fd_sc_hd__a22oi_1 | 52 |
## stage by stage
step,utilization,power [mW],instances,hold slack [ns]
2_1_floorplan,-,0.569,1990,0.413
3_3_place_gp,0.445,0.626,2536,0.422
3_5_place_dp,0.445,0.627,2536,0.424
4_1_cts,0.471,1.02,2593,0.434
5_1_grt,0.471,1.06,2593,0.443
6_report,0.471,1.02,2593,0.432
## cells in the mapped netlist (21+ instances only)
| cell | instances |
|---|---|
| sky130_fd_sc_hd__nand3_1 | 29 |
| sky130_fd_sc_hd__o21ai_0 | 83 |
| sky130_fd_sc_hd__dfxtp_1 | 226 |
| sky130_fd_sc_hd__a21o_1 | 40 |
| sky130_fd_sc_hd__nor2_1 | 295 |
| sky130_fd_sc_hd__edfxtp_1 | 63 |
| sky130_fd_sc_hd__a22o_1 | 33 |
| sky130_fd_sc_hd__nor3_1 | 118 |
| sky130_fd_sc_hd__ha_1 | 66 |
| sky130_fd_sc_hd__nand4_1 | 27 |
| sky130_fd_sc_hd__xnor2_1 | 54 |
| sky130_fd_sc_hd__mux2i_1 | 95 |
| sky130_fd_sc_hd__nor4_1 | 23 |
| sky130_fd_sc_hd__xor2_1 | 30 |
| sky130_fd_sc_hd__a22oi_1 | 52 |
| sky130_fd_sc_hd__buf_2 | 21 |
| sky130_fd_sc_hd__clkbuf_1 | 100 |
| sky130_fd_sc_hd__a21oi_1 | 114 |
| sky130_fd_sc_hd__nand2_1 | 117 |
| sky130_fd_sc_hd__inv_1 | 87 |
| sky130_fd_sc_hd__and2_1 | 38 |
| sky130_fd_sc_hd__or3_1 | 25 |
## per-layer routing
layer  track usage  vias up  part of all wire
met5             0        -                 0
met4        0.0336        0             0.017
met3        0.0314       50             0.057
met2         0.326      397              0.43
met1         0.357     6798              0.50
li1              -     7222                 -
## worst max-delay path: cells and delay by family
| kind | cells | cell delay (ns) |
|---|---|---|
| muxes | 2 | 0.82 |
| buffers and inverters | 1 | 0.63 |
| AOI/OAI and AO/OA | 9 | 2.94 |
| adders and majority gates | 2 | 1.09 |
| and+or+nand+nor | 3 | 0.86 |
No activity file was given, so power comes from the tool's default toggle rates.
