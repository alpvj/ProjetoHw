## flow/constraint.sdc

```tcl
current_design div

set clk_period 35.1
set clk_io_pct 0.2

create_clock -name clk0 -period $clk_period [get_ports {clk}]

set non_clock_inputs [all_inputs -no_clocks]
set_input_delay [expr $clk_period * $clk_io_pct] -clock clk0 $non_clock_inputs
set_output_delay [expr $clk_period * $clk_io_pct] -clock clk0 [all_outputs]
```

## flow/run.sh

```bash
#!/bin/bash
# OpenROAD 26Q1-2900-gdf79404cd8, Yosys 0.63+post, stock flow scripts
make -C /OpenROAD-flow-scripts/flow DESIGN_CONFIG=/design/flow/config.mk WORK_HOME=/design/flow/orfs finish
```

## flow/design.v

```verilog
module div(input clk, input reset, input DControl, input [31:0] A, input [31:0] B, output reg Div0, output reg [31:0] resultHi, output reg [31:0] resultLo);
reg [31:0] quociente;
reg [31:0] dividendo;
reg [31:0] divisor;
reg [31:0] resto;
reg [31:0] compQuociente;
integer contador = 31;
reg g;
reg j;
always @ (posedge clk) begin
	if(reset) begin
		quociente = 32'd0;
		dividendo = 32'd0;
		divisor = 32'd0;
		resto = 32'd0;
		g = 1'b0;
		j = 1'b0;
		contador = 0;
	end
	if(DControl) begin
		contador = 31;
		dividendo = A;
		divisor = B;
		resultHi = 32'd0;
		resultLo = 32'd0;
		if(divisor == 0) begin
			Div0 = 1'b1;
			contador = 0;
		end else begin
			Div0 = 1'b0;
		end
		if(A[31] != B[31]) begin
			g = 1'b1;
		end else begin
			g = 1'b0;
		end
		if(dividendo[31] == 1'b1) begin
			dividendo = (~dividendo + 32'd1);
			j = 1'b1;
		end else begin
			j = 1'b0;
		end
		if(divisor[31] == 1'b1) begin
			divisor = (~divisor + 32'd1);
		end
		quociente = 32'd0;
		resto = 32'd0;
	end
	resto = resto << 1;
	resto[0] = dividendo[contador];
	if(resto >= divisor) begin
		resto = resto - divisor;
		quociente[contador] = 1;
	end
	if(contador >= 0) begin
		contador = contador - 1;
	end
	if(contador == -1) begin
		resultHi = resto;
		resultLo = quociente;
		if(g == 1'b1) begin
			resultLo = (~resultLo + 1);
		end
		if(j == 1'b1) begin
			resultHi = (~resultHi + 1);
		end
		contador = -10;
	end
	if(contador == -10) begin
		quociente = 32'd0;
		dividendo = 32'd0;
		divisor = 32'd0;
		resto = 32'd0;
	end
end
endmodule
```

## flow/config.mk

```make
export PLATFORM = sky130hd
export DESIGN_NAME = div
export DESIGN_NICKNAME = div
export VERILOG_FILES = /design/flow/design.v
export SDC_FILE = /design/flow/constraint.sdc
export NUM_CORES = 4
export LEC_CHECK = 1
export CORE_UTILIZATION = 50
```

==> impl_metrics.tcl <==
# yosys + openroad results
set metrics [dict create \
    drt_wl_total_um 43200 \
    clock.fmax_ghz 0.0635 \
    arrival_ns 16.01 \
    htreeDepth 1 \
    top_cell "nor2_1" \
    grt_setup_unrepaired "false" \
    numCtsBuffers 27 \
    place.gp.congestion 0.952 \
    drv_slew 0 \
    ys_cells 1824 \
    clk_pin_slew_ns 0.06 \
    viasPerCell 6.09 \
    die_area_sq_um 30500 \
    crit_top_cell "nand2_1" \
    wire_per_inst_um 18.8 \
    top_cells_by_count "nor2_1, dfxtp_1, nand2_1" \
    grt_overflow 0 \
    drive_above_1_share_pct 5.13 \
    root_buffer "clkbuf_16" \
    antenna_found_initial 5 \
    cts_resized 0 \
    timing.slew.headroom_pct 34.7 \
    syn_area_sq_um 14900 \
    drc 0 \
    outcome "finished, final reports clean" \
    cts_tree "done" \
    hp-start "dividendo[4]" \
    cp.required_ns 35.35 \
    warning_count 28 \
    placed_area_sq_um 16500 \
    ys_chip_area_sq_um 14900 \
    ir_drop_mv 0.0379 \
    final_core_util_pct 60.0 \
    min_path_type "flop to flop" \
    rows 62 \
    num_vias 14000 \
    grt_pass1_vias 12800 \
    timing.setup.tns_ns 0 \
    synth-edff-count 65 \
    fin_crit_sh_pct 44.9 \
    instances_no_fill 2297 \
    grt_pass1_wl_um 68900 \
    clock_latency_ns 0.53 \
    reg2reg_from "contador[0]" \
    coreArea_sq_um 29000 \
    ctsHoldBuffers 0 \
    endpoint_kind "flop" \
    synth_top_area_share_pct 21.6 \
    p_per_area_nw_per_um2 41.7 \
    dp_hpwl_um 31400 \
    finalHoldViolCount 0 \
    ys_types 87 \
    ys.flop_type "dfxtp_1" \
    finalSetupViolCount 0 \
    area_leaders "dfxtp_1, edfxtp_1, nor2_1" \
    synth_top_cell_by_area "dfxtp_1" \
    final_area_sq_um 17400 \
    io-pin-count 132 \
    worst_setup_path_start_kind "primary input" \
    dr.pass1.iters 7 \
    synth_seq_share_pct 34.7 \
    cap_violations 0 \
    grt_max_degree 163 \
    cpPeakStageDelay_ns 0.63 \
    ys.flops 226 \
    syn_area_per_cell_sq_um 8.18 \
    min_period_ns 15.75 \
    synth-async-reset-ratio_pct 0 \
    antenna_left 0 \
    drt_iter0_markers 1146 \
    dp_cells 2247 \
    clock-sinks 226 \
    cts.path.max_buffers 3 \
    cpMaxStageDelayCell "or4_1" \
    leakage_nw 6.36 \
    fin_skew_ns 0.0106 \
    groute.usage.overall_pct 29.3 \
    cts_setup_buffers 0 \
    die_y_um 175 \
    initial_core_util_pct 51.4 \
    ys_warn_count 1 \
    synth_cells 1824 \
    area_delta_synth_final_pct 16.7 \
    path_max_fanout 37 \
    path_class "primary input to flop" \
    tightest_slew_ns 0.979 \
    power_uw 726 \
    setup.worst_path.start "B[3]" \
    numPortBuffers 131 \
    dieWidth_um 175 \
]
[worst max-delay path: cells and delay by family]
kind,cells,cell delay (ns)
simple gates,13,3.40
compound gates,12,2.89
buf+inv,5,1.54
fa+ha+maj,3,0.95
xor+xnor,1,0.17
[worst paths after layout]
| kind | endpoint | slack, ns | cells after the start |
|---|---|---|---|
| setup / recovery | resultLo[30] | 19.35 | 34 |
| hold reg to reg | dividendo[4] | 0.45 | 2 |
| hold / removal | dividendo[4] | 0.45 | 2 |
| setup reg to reg | resultLo[20] | 27.57 | 30 |
[cell families after synthesis]
kind of cell / share of synthesized area [%]
buffers and inverters: 3.96
AND-OR/OR-AND: 22.6
AND/OR/NAND/NOR: 24.4
XOR/XNOR: 9.22
multiplexers: 1.85
adder cells (fa/ha/maj): 3.32
flip-flops: 34.7
[state kept, by name, summed over array words and instances (netlist names), 31 cells and up]
name,count
contador,32
dividendo,32
divisor,32
quociente,32
resultHi,32
resultLo,32
resto,31
[layer usage]
layer	vias to the layer above	track usage, %	share of wire (%)
li1	6878	-	-
met1	6534	44.0	45
met2	479	45.1	45
met3	88	4.79	6.7
met4	6	7.97	3.1
met5	-	0	0.090
[cell type report]
class	instances	area [sq um]
Clock buffer	33	708
Antenna cell	1	2.50
Tap cell	384	480
Clock inverter	16	233
Fill cell	2552	11600
Sequential cell	226	5170
Multi-Input combinational cell	1450	9180
Timing Repair Buffer	156	1510
Inverter	31	116
[per-stage QoR]
step	worst slack, ns	hold WS, ns
2_1_floorplan	20.17	0.433
3_5_place_dp	18.96	0.448
5_1_grt	18.72	0.484
3_3_place_gp	19.20	0.446
4_1_cts	19.49	0.456
6_report	19.35	0.454
[report_power, final]
part | switching (mW) | internal, mW
Sequential | 0.0116 | 0.283
Combinational | 0.0779 | 0.0535
Clock | 0.113 | 0.187
Total | 0.202 | 0.524
[placed cells by master (no fill, tap or decap), types with 53 or more instances in the layout]
master and instances:
and2_1 53, xnor2_1 99, nor2_1 270, clkdlybuf4s50_1 130, dfxtp_1 161, nor3_1 55
a22oi_1 69, nand2_1 131, o21ai_0 88, edfxtp_1 65, xor2_1 58, a21oi_1 86
